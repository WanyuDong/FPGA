===== flow/design.v =====
module Cont_Rre(
	input clk,rst,
	input div_clk,   
	input signal_x,
	output[31:0] fcont_0,
	output[31:0] fcont_x
	);
	reg [31:0] cont_x;
	always @(posedge signal_x or negedge rst) begin
		if (!rst) begin
		end
		else if(START==1) begin
				cont_x = cont_x +1;
			  end else begin
				cont_x <= 0;
			  end
	end
	reg [31:0] cont_0;
	always @(posedge clk or negedge rst) begin
		if (!rst) begin
		end
		else if (START==1) begin
			cont_0 <= cont_0 + 1;
		end else begin
			cont_0 <= 0; 
		end
	end
	reg START;
	reg [31:0] fcont_0,fcont_x;
	always @(posedge signal_x or negedge rst) begin
		if (!rst) begin
		end
		else
				 if (div_clk==1) begin
					START <= 1; 
				end 
				else  if (START == 1 && div_clk==0) begin
					fcont_0 <= cont_0; 
					fcont_x <= cont_x + 1;
					START <= 0; 
				end
		end
endmodule

===== flow/run.sh =====
#!/bin/bash
# OpenROAD 26Q1-2900-gdf79404cd8, Yosys 0.63+post, stock flow scripts
make -C /OpenROAD-flow-scripts/flow DESIGN_CONFIG=/design/flow/config.mk WORK_HOME=/design/flow/orfs finish

===== flow/config.mk =====
export PLATFORM = sky130hd
export DESIGN_NAME = Cont_Rre
export DESIGN_NICKNAME = Cont_Rre
export VERILOG_FILES = /design/flow/design.v
export SDC_FILE = /design/flow/constraint.sdc
export NUM_CORES = 4
export LEC_CHECK = 1
export CORE_UTILIZATION = 40

===== flow/constraint.sdc =====
current_design Cont_Rre

set clk_period 7.0
set clk_io_pct 0.2

create_clock -name clk0 -period $clk_period [get_ports {clk}]
create_clock -name clk1 -period $clk_period [get_ports {signal_x}]

set non_clock_inputs [all_inputs -no_clocks]
set_input_delay [expr $clk_period * $clk_io_pct] -clock clk0 $non_clock_inputs
set_output_delay [expr $clk_period * $clk_io_pct] -clock clk0 [all_outputs]

==> impl_metrics.py <==
# Auto-generated metrics
metrics = {
    "yosys": {
        "syn_area_um2": 5760,
        "synth.distinct_cells": 39,
        "numSynthFlops": 129,
        "yosys_warnings": 1,
        "yosys.stat.seqShare_pct": 67.2,
        "yosys_area_um2": 5760,
        "synth_area_per_cell_um2": 13.2,
        "synth_cells": 436,
        "ys_cells": 436,
    },
    "global_routing": {
        "grt_pass1_vias": 3653,
        "grt_pass1_wl_um": 18200,
        "grt_antenna_before_repair": 0,
        "globalRouteOverflowTotal": 0,
        "grt_start_max_net_pins": 47,
        "grt.total_usage_pct": 16.8,
    },
    "floorplanning": {
        "die_w_um": 122,
        "die_y_um": 122,
        "rows": 43,
        "die_area_um2": 14900,
        "initCoreUtil_pct": 41.2,
        "io_pins": 68,
        "core_um2": 14000,
    },
    "finish": {
        "fill_cells": 1202,
        "lay_top_count": "edfxtp_1",
        "lay_top_cells": "129 x edfxtp_1, 65 x clkdlybuf4s50_1, 39 x nand2_1",
        "drive_gt1_share_pct": 7.56,
        "final_cells": 696,
        "area_growth_syn_to_layout_pct": 22.6,
        "mi_logic_area_um2": 1780,
        "flop_area_um2": 3870,
    },
    "route": {
        "postRouteWirelength_um": 10900,
        "antenna_cells": 0,
        "via_per_inst": 5.34,
        "drtPass1Iterations": 4,
        "route.vias.total": 3720,
        "wl_per_cell_um": 15.7,
        "drtIter0Drc": 273,
        "ant_nets": 0,
        "drc_errors": 0,
    },
    "clock_network": {
        "clk_transition_reported_paths_ps": 70,
        "ctsResizeCount": 0,
        "cts_sinks": 129,
        "postCtsHoldBufs": 0,
        "cts_tree": "built",
        "cts_setup_buffers": 0,
    },
    "timing": {
        "finalSetupTns_ps": 0,
        "setup_violations": 0,
        "worst_pin_slew_ps": 620,
        "hold_slack_ps": 410,
        "drv_slew": 0,
        "relSlewSlack_pct": 58.3,
        "hold_viol": 0,
        "fin_skew_ps": 7.30,
        "rsz0062_at_grt": "false",
    },
    "pwr": {
        "power_mw": 1.73,
        "vdd_ir_drop_max_uv": 165,
        "total_leakage_power_nw": 2.36,
        "power.density_nw_per_um2": 244,
    },
    "placement": {
        "dp_hpwl_um": 6910,
        "place_inst": 672,
        "io_buffers": 66,
        "routabilityCongestion": 0.854,
    },
    "hold_path": {
        "hold_path_class": "flip-flop to flip-flop",
    },
    "critical_path": {
        "end_kind": "flip-flop",
        "cp-start-kind": "input pin",
        "worstSetupPathType": "input pin to flip-flop",
        "cp_data_arrival_time_ps": 2620,
        "cp_max_fo": 39,
        "critical_path_required_ps": 6980,
    },
    "job": {
        "warnings": 26,
        "maxCapViolations": 0,
    },
    "status": {
        "status": "finished clean",
    },
}
worst paths after layout:
kind                                    end         from  slack, ps  cells past startpoint
max in group clk0               fcont_0[29]  fcont_0[29]       4430                      1
worst max register to register   cont_0[24]    cont_0[0]       4650                      5
worst min register to register  fcont_0[31]   cont_0[31]        410                      0
worst min-delay path            fcont_0[31]   cont_0[31]        410                      0
worst max-delay path             fcont_x[8]          rst       4360                      3
min in group clk0                cont_0[31]   cont_0[31]        640                      2
critical path, cell delays in order:
cell and delay (ps):
buf_2 410, nor3b_2 300, buf_4 460
metal layers:
layer  part of all wire, %  up-vias  track usage (%)
li1                      -     1822                -
met1                    46     1760             28.0
met2                    45      120             24.3
met3                   6.7       18             4.87
met4                   2.1        0             2.78
met5                     0        -                0
through the flow:
step / instance area, um2 / worst slack (ps) / utilization (%)
after floorplan: 5760 / 319 / -
after global placement: 6610 / 4050 / 47.3
after detailed placement: 6610 / 4020 / 47.3
after CTS: 7060 / 4370 / 50.5
after global routing: 7060 / 4260 / 50.5
final: 7060 / 4360 / 50.5
cell usage after synthesis:
master	n	area share, %
buf_2	1	0.087
nor4_1	9	0.98
or4_1	11	1.4
nor2_1	20	1.3
or4_4	2	0.39
o21ai_0	11	0.96
a21oi_1	23	2.0
nand3_1	18	1.6
o31a_1	1	0.15
mux2i_1	9	1.6
or3_1	8	0.87
o41ai_1	1	0.15
o31ai_1	11	1.4
clkbuf_1	11	0.72
buf_6	1	0.20
xor2_1	11	1.7
or3_2	2	0.26
and2_1	17	1.8
nor3b_1	1	0.13
nand2_1	39	2.5
nand2b_1	9	0.98
ha_1	2	0.43
and3_1	6	0.65
nand4_1	20	2.2
and4_1	5	0.76
nand4_4	1	0.37
nand4_2	1	0.22
or2_2	1	0.11
edfxtp_1	129	67
and4_2	1	0.17
or3b_2	1	0.15
nand4b_1	2	0.30
o21a_1	2	0.26
nor4_4	1	0.37
inv_1	10	0.65
clkbuf_2	1	0.087
xnor2_1	24	3.6
nor3_1	12	1.0
buf_4	1	0.13
power breakdown:
group	total [mW]	switching, mW	internal, mW	leakage, nW
clock network	0.712	0.299	0.413	0.219
registers	0.926	0.0328	0.894	1.26
logic	0.0868	0.0453	0.0415	0.885
sequential cells by signal, indices dropped and copies added, names as in the netlist:
| signal | count |
|---|---|
| cont_0 | 32 |
| cont_x | 32 |
| fcont_0 | 32 |
| fcont_x | 32 |
| START | 1 |
area by class of cell:
| cell class | instances | area share [%] |
|---|---|---|
| clock inverters | 10 | 1.40 |
| well taps | 180 | 3.19 |
| inverters | 10 | 0.531 |
| repair buffers | 71 | 9.81 |
| clock buffers | 14 | 4.96 |
| flip-flops and latches | 129 | 54.8 |
| multi-input cells | 282 | 25.3 |
cell families (layout without fill, tap and decap cells):
group	Yosys count	count (layout)	synth area share, %
simple gates	187	187	18.6
flops	129	129	67.2
compound gates	49	49	4.95
xor+xnor	35	35	5.32
buf+inv	25	105	1.87
mux	9	9	1.56
fa+ha+maj	2	2	0.434
Power figures rest on the tool's default switching activity, not on a simulated workload.
