[design/flow/run.sh]
#!/bin/bash
# OpenROAD 26Q1-2900-gdf79404cd8, Yosys 0.63+post, stock flow scripts
make -C /OpenROAD-flow-scripts/flow DESIGN_CONFIG=/design/flow/config.mk WORK_HOME=/design/flow/orfs finish
[design/flow/config.mk]
export PLATFORM = sky130hd
export DESIGN_NAME = adcSampleWr
export DESIGN_NICKNAME = adcSampleWr
export VERILOG_FILES = /design/flow/design.v
export SDC_FILE = /design/flow/constraint.sdc
export NUM_CORES = 4
export LEC_CHECK = 1
export CORE_UTILIZATION = 50
[design/flow/constraint.sdc]
current_design adcSampleWr

set clk_period 7.7
set clk_io_pct 0.2

create_clock -name clk0 -period $clk_period [get_ports {clk}]

set non_clock_inputs [all_inputs -no_clocks]
set_input_delay [expr $clk_period * $clk_io_pct] -clock clk0 $non_clock_inputs
set_output_delay [expr $clk_period * $clk_io_pct] -clock clk0 [all_outputs]
[design/flow/design.v]
module adcSampleWr(
					input clk,
					input reset_n,
					input [1:0] mode,
					input [7:0] adcData,
					input [7:0] trig,
					input busy,
					input location,
					output adcClk,
					output [7:0] ramWrData,
					output [7:0] ramWrAddr,
					output ramWr,
					output readStart,
					output reg led2
				);
assign  adcClk = adcClk_r;		
assign  ramWrAddr = ramWrCnt[7:0];
assign  ramWr = ramWrEn;
assign  ramWrData = adcData;
assign  readStart = readS;
parameter sampleCnt1MhzHalf = 100,
			 sampleCnt10MhzMax = 4000,
			 sampleCnt10MhzStep = 20,
			 sampleCnt200MhzMax = 200,
			 sampleCnt200MhzStep = 1;
reg location_r;
always @(posedge clk or negedge reset_n) begin
	if (!reset_n) begin
		location_r <= 0;
	end
	else
		location_r <= location;
end
reg [1:0]state;
always @(posedge clk or negedge reset_n) begin
	if (!reset_n) begin
		state <= 2'd0;
	end
	else 
	begin
		case(state)
			2'd0:
			begin
				if(!location_r && location && mode[1])
					state <= 2'd1;
				else if(mode == 2'd1)
					state <= 2'd1;
				else 
					state <= 2'd0;					
			end
			2'd1:
			begin
				if(cnt8 == cntCycle)
					state <= 2'd2;
				else 
					state <= 2'd0;
			end
			2'd2:
			begin
				if(cnt16 == sampleCnt)
					state <= 2'd0;
				else 
					state <= 2'd2;
			end
		endcase
	end
end
reg [15:0] cnt16;
always @(posedge clk or negedge reset_n) begin
	if (!reset_n)
		cnt16 <= 16'd0;
	else if(state == 2'd0)
			cnt16 <= 16'd0;
	else if(state == 2'd2)
			cnt16 <= cnt16 + 16'd1;
end
reg [7:0] cntCycle;
always @(posedge clk or negedge reset_n) begin
	if (!reset_n) begin
		cntCycle <= 2'd1;
	end
	else if(mode == 2'd1)
			cntCycle <= 8'd1;
	else if(mode == 2'd2)
			cntCycle <= 8'd4;
   else if(mode == 2'd3)
			cntCycle <= 8'd10;
end
reg [7:0] cnt8;
always @(posedge clk or negedge reset_n) begin
	if (!reset_n) begin
		cnt8 <= 2'd0;
	end
	else if(state == 2'd2)
			cnt8 <= 8'd0;
	else if(state == 2'd1)
		   cnt8 <= cnt8 + 8'd1;
end
reg [15:0] sampleCnt;
always @(posedge clk or negedge reset_n) begin
	if (!reset_n)
		sampleCnt <= 16'd0;
	else if((state == 2'd2)&&(cnt16 == sampleCnt))
	begin
		case(mode)
		2'd1:
		begin
			sampleCnt <= sampleCnt1MhzHalf;
		end
		2'd2:
		begin
			if(sampleCnt == sampleCnt10MhzMax)
				sampleCnt <= 16'd0;
			else begin
				sampleCnt <= sampleCnt + sampleCnt10MhzStep;
			end
		end
		2'd3:
		begin
			if(sampleCnt == sampleCnt200MhzMax)
				sampleCnt <= 16'd0;
			else begin
				sampleCnt <= sampleCnt + sampleCnt200MhzStep;
			end
		end
		endcase
	end
end
reg adcClk_r;
always @(posedge clk or negedge reset_n) begin
	if (!reset_n)
		adcClk_r <= 1'd0;
	else if(mode == 2'd1)
	begin
		if((state == 2'd2) && (cnt16 == sampleCnt))
			adcClk_r <= !adcClk_r;
	end 
	else if(mode == 2'd2)
	begin
		if((state == 2'd2)&&(cnt16 == sampleCnt))
			adcClk_r <= 1'd1;
		else if((state == 1'd1) && (cnt8 == 8'd3))
			adcClk_r <= 1'd0;
	end
	else if(mode == 2'd3)
	begin
		if((state == 2'd2)&&(cnt16 == sampleCnt))
			adcClk_r <= 1'd1;
		else if((state == 1'd1) && (cnt8 == 8'd6))
			adcClk_r <= 1'd0;
	end
end
reg adcClk_r2;
always @(posedge clk or negedge reset_n) begin
	if (!reset_n)
		adcClk_r2 <= 1'd0;
	else 
		adcClk_r2 <= adcClk_r;
end
reg[7:0] adcData_r;
always @(posedge adcClk_r or negedge reset_n) begin
	if (!reset_n) begin
		adcData_r <= 0;
	end
	else adcData_r <= adcData;
end
reg trigFlag;
always @(posedge adcClk_r or negedge reset_n) begin
	if (!reset_n) begin
		trigFlag <= 0;
	end
	else if(adcData >= (trig - 12) && adcData_r < (trig - 12))
		trigFlag <= 1;
	else
		trigFlag <= 0;
end
reg ramWrState;
always @(posedge adcClk_r or negedge reset_n) begin
	if (!reset_n)
		ramWrState <= 1'd0;
	else 
	begin
		case(ramWrState)
			1'd0:
			begin
				if(!busy && trigFlag)
					ramWrState <= 1'd1;
				else begin
					ramWrState <= 1'd0;
				end
			end
			1'd1:
			begin
				if(ramWrCnt == 8'd200)
					ramWrState <= 1'd0;
				else begin
					ramWrState <= 1'd1;
				end
			end
		endcase
	end
end
reg [7:0] ramWrCnt;
always @(posedge adcClk_r or negedge reset_n) begin
	if (!reset_n)
		ramWrCnt <= 8'd0;
	else if(ramWrState == 1'd1)
	begin
		if(ramWrCnt == 8'd200)
			ramWrCnt <= 8'd0;
		else begin
			ramWrCnt <= ramWrCnt + 8'd1;
		end
	end
end
reg ramWrEn;
always @(posedge adcClk_r or negedge reset_n) begin
	if (!reset_n)
		ramWrEn <= 1'd0;
	else if (ramWrState == 1'd1)
		ramWrEn <= 1'd1;
	else begin
		ramWrEn <= 1'd0;
	end
end
reg readS;
always @(posedge adcClk_r or negedge reset_n) begin
	if (!reset_n)
		readS <= 1'd0;
	else 
   begin
    if((ramWrState == 1'b1) && (ramWrCnt == 8'd200))
	    begin
		 readS <= 1'd1;
		 led2 <= 1'd1;
		 end
	else begin
		 readS <= 1'd0;
		 led2 <= 1'd0;
	     end
	end
end
endmodule
==> results.json <==
{
  "status": "complete, no violations",
  "worstSkewPairLatency_ns": 0.31,
  "fmax_ghz": 0.244,
  "cts_tree": "built",
  "crit_path_max_fanout": 4,
  "slew_violations": 0,
  "holdCritStartpoint": "cntCycle[1]$_DFFE_PN0P_",
  "hpwl_um": 6490,
  "portBuffers": 41,
  "reg2reg_from": "sampleCnt[7]$_DFFE_PN0P_",
  "ys_cells": 449,
  "synth-edff-count": 1,
  "root_buffer": "clkbuf_8",
  "wire_per_inst_um": 15.3,
  "swShare": 0.289,
  "slowest_stage": "clkdlybuf4s50_1",
  "cp-start-kind": "primary input",
  "drt_iter0_markers": 127,
  "rsz0062_at_grt": "false",
  "powerDensity_nw_per_um2": 136,
  "cts_hold_buf": 0,
  "ys_top_cells_by_count": "66 x dfrtp_1, 45 x nor2_1, 34 x nand2_1",
  "clock_path_buffers": 2,
  "synth_area_per_cell_um2": 9.49,
  "grt_pass1_wl_um": 14900,
  "p_sw_w": 0.000188,
  "synth_flops": 69,
  "top_cell": "dfrtp_1",
  "cp-end-kind": "output pin",
  "finClkSkew_ns": 0.0152,
  "cts.repair.resized": 0,
  "ioPinCount": 42,
  "unclocked_regs": 21,
  "fin_setup_tns_ns": 0,
  "synthesis.instances": 449,
  "drtAntennaViolNets": 0,
  "num_vias": 3277,
  "die_area_um2": 8890,
  "drc_errors": 0,
  "min_to": "cntCycle[1]$_DFFE_PN0P_",
  "routed_wl_um": 8870,
  "yosys_area_um2": 4260,
  "cts_made_buffers": 5,
  "cp_slowest_stage_delay_ns": 0.54,
  "async_reset_ff_frac": 0.986,
  "grt_remaining_overflow": 0,
  "untimed_endpoints": 33,
  "coreArea_um2": 8220,
  "layout_min_cycle_time_ns": 4.10,
  "holdWs_ns": 0.522,
  "vias_per_cell": 5.67,
  "min_path_type": "reg2reg",
  "cp_top_family": "buffers and inverters",
  "post_cts_buffers": 0,
  "routabilityCongestion": 0.861,
  "slew_headroom": 0.444,
  "grt_pass1_vias": 3078,
  "path_cells": "clkdlybuf4s50_1 > clkdlybuf4s50_1",
  "htreeDepth": 2,
  "synth.area.top_cells": "dfrtp_1 39%, ha_1 8.5%, xnor2_1 5.6%",
  "top_cell_area_share": 0.388,
  "period_used_share": 0.533,
  "setup_viol": 0,
  "p_comb_frac": 0.183,
  "cp.arrival_ns": 2.56,
  "synth_area_um2": 4260,
  "grt_max_degree": 50,
  "top_area_cell": "dfrtp_1",
  "tool_warnings": 35,
  "clockPowerShare": 0.338,
  "peakVddDrop_v": 0.000108,
  "synth-main-ff-cell": "dfrtp_1",
  "clk_pin_slew_ns": 0.10,
  "internal_power_w": 0.000463,
  "reg2reg_depth": 6,
  "critPathKind": "in2out",
  "p_seq_frac": 0.478,
  "hold_path_depth": 2,
  "drive_gt1_frac": 0.0655,
  "cp.required_ns": 6.16,
  "grt_use_total": 0.219,
  "rows": 33,
  "cp-startpoint": "adcData[6]",
  "dr.pass1.iters": 5,
  "r2r-end": "sampleCnt[6]$_DFFE_PN0P_",
  "hold_viol": 0,
  "area.growth.synth_to_final_pct": 12.8,
  "synth_cell_types": 64,
  "drv_cap": 0,
  "fp_util": 0.519,
  "die_h_um": 94.3,
  "antenna_found_initial": 0,
  "p_leak_nw": 2.02,
  "crit_top_cell": "clkdlybuf4s50_1",
  "antenna_cells": 0,
  "die_w_um": 94.3,
  "rrSetupSlack_ns": 5.03,
  "yosysWarningCount": 1,
  "yosys.stat.seqShare": 0.407,
  "path_buffers": 2,
  "worst_pin_slew_ns": 0.832
}
[tightest hold or removal path: stages (launching register included)]
cell     delay, ns
dfrtp_1       0.38
nand2_1       0.05
o21ai_0       0.06
[layout make-up]
type / count / area [um2]
fillers: 748 / 3410
multi-input cells: 334 / 2310
flip-flops and latches: 69 / 1730
repair buffers: 43 / 420
well taps: 105 / 131
inverters: 19 / 71.3
clock buffers: 5 / 68.8
clock inverters: 3 / 68.8
[metrics by stage]
| stage | util | setup slack [ns] | cell area [um2] | power, W | std cells |
|---|---|---|---|---|---|
| finish | 0.585 | 3.60 | 4810 | 0.000652 | 578 |
| global route | 0.585 | 3.55 | 4810 | 0.000687 | 578 |
| CTS | 0.585 | 3.58 | 4810 | 0.000658 | 578 |
| detailed placement | 0.568 | 3.59 | 4670 | 0.000435 | 570 |
| global placement | 0.568 | 3.61 | 4670 | 0.000433 | 570 |
| floorplan | - | 4.52 | 4260 | 0.000390 | 449 |
[power by group through the flow]
stage     registers [W]  clock network (W)  logic (W)
5_1_grt        0.000317           0.000234   0.000136
4_1_cts        0.000312           0.000226   0.000121
6_report       0.000312           0.000220   0.000119
[how the worst max path moves through the flow]
stage,slack [ns],depth (start not counted),end
after CTS,3.58,2,ramWrData[6]
after global routing,3.55,2,ramWrData[6]
final,3.60,2,ramWrData[6]
[state kept, by name (all words and copies together), names as in the netlist]
| name | cells |
|---|---|
| readS | 1 |
| cntCycle | 3 |
| ramWrCnt | 8 |
| location_r | 1 |
| adcData_r | 8 |
| led2 | 1 |
| adcClk_r | 1 |
| cnt16 | 16 |
| state | 3 |
| sampleCnt | 16 |
| ramWrState | 1 |
| ramWrEn | 1 |
| cnt8 | 8 |
| trigFlag | 1 |
[cell families (layout without fill, tap and decap cells)]
kind of cell,after synthesis,count (layout),synth area share
buf+inv,46,70,0.0502
fa+ha+maj,29,29,0.0852
flops,69,69,0.407
mux,4,4,0.00999
xor+xnor,49,49,0.101
compound gates,94,94,0.154
simple gates,158,158,0.193
[cell usage in the layout (no fill, tap or decap), drive strengths merged, types with 4 or more instances in the layout]
cell            n
o22ai           4
nand4          19
inv            20
dfrtp          66
a21oi          15
a211oi          4
nand3           9
or2             5
clkbuf          5
nand2b          5
clkdlybuf4s50  40
nor2           45
and3            6
o21ai          35
xor2           22
nand2          34
o31ai           6
xnor2          27
nand3b          5
o22a            5
ha             29
nor3           10
[routing by layer]
metal	part of all wire	global-route usage
met1	0.48	0.333
met2	0.48	0.360
met3	0.034	0.0239
met4	0.010	0.0295
met5	0	0
No activity file was given, so power comes from the tool's default toggle rates.
