==> flow/design.v <==
module duty(
	input clk,rst,
	input sig,
	input div_clk,
	output[31:0] out_high,
	output[31:0] out_T
	);
wire clk_high;
assign clk_high =(clk && sig)? 1 : 0;
reg start;	
always @(posedge sig or negedge rst) begin
	if (!rst) begin
		start <= 1'd0;	
	end
	else if (div_clk==1) begin
			start <= 1; 
			end 
			else  if (start == 1 && div_clk==0) begin
				out_high <= cont_high + 1; 
				out_T <= cont_T + 1;
				start <= 0; 
			end
end
reg [31:0] cont_T;
always @(posedge clk or negedge rst) begin
	if (!rst) begin
		cont_T <= 32'd0;	
	end
	else if(start==1) begin
			cont_T <= cont_T + 1;
		  end else begin
			cont_T <= 0;
		  end
end
reg [31:0] cont_high;
always @(posedge clk_high or negedge rst) begin
		if (!rst) begin
			cont_high <= 32'd0;
		end
		else if (start==1) begin
			cont_high <= cont_high + 1;
		end else begin
			cont_high <= 0; 
		end
end
endmodule
==> flow/run.sh <==
#!/bin/bash
# OpenROAD 26Q1-2900-gdf79404cd8, Yosys 0.63+post, stock flow scripts
make -C /OpenROAD-flow-scripts/flow DESIGN_CONFIG=/design/flow/config.mk WORK_HOME=/design/flow/orfs finish
==> flow/config.mk <==
export PLATFORM = sky130hd
export DESIGN_NAME = duty
export DESIGN_NICKNAME = duty
export VERILOG_FILES = /design/flow/design.v
export SDC_FILE = /design/flow/constraint.sdc
export NUM_CORES = 4
export LEC_CHECK = 1
export CORE_UTILIZATION = 50
==> flow/constraint.sdc <==
current_design duty

set clk_period 6.2
set clk_io_pct 0.2

create_clock -name clk0 -period $clk_period [get_ports {clk}]
create_clock -name clk1 -period $clk_period [get_ports {sig}]

set non_clock_inputs [all_inputs -no_clocks]
set_input_delay [expr $clk_period * $clk_io_pct] -clock clk0 $non_clock_inputs
set_output_delay [expr $clk_period * $clk_io_pct] -clock clk0 [all_outputs]
==> metrics.yaml <==
diodes: 0
ir_drop_mv: 0.199
outcome: "finished clean"
hold_violations: 0
ys_area_um2: 5640
synth.cellmix.simpleShare: 0.219
port_buffers: 66
cp_slowest_stage_delay_ns: 0.47
drt.antenna.violating_nets: 0
tritoncts: "done"
syn_area_per_cell_um2: 12.2
netlist_area_before_placement_um2: 5640
slew_hr: 0.586
ys_types: 38
place_worst_setup_slack_ns: 3.18
worst-endpoint-required_ns: 4.96
rows: 38
final.setup_skew_ns: 0.123
seq_area_frac_synth: 0.629
cts-hold-fix-buffers: 0
pwrdens_nw_per_um2: 310
critPathArrivalTime_ns: 1.38
place.detailed.instances: 656
final-instance-count-excl-fill: 694
synth.ff_latch_count: 129
detailedRoute.firstPassIterationCount: 5
synth_top_area_share: 0.341
top_logic_kind: "simple AND/OR/NAND/NOR gates"
dieWidth_um: 108
die_area_um2: 11700
gr-total-overflow: 0
viasPerCell: 5.64
ys_warn_count: 3
synthCells: 463
worst_pin_slew_ns: 0.621
synth_adder_area_share: 0.00444
clk_pin_slew_ns: 0.05
pin_count_of_the_biggest_net_entering_global_routing: 53
grt_antenna_before_repair: 0
place.detailed.hpwl_um: 7110
drtIter0Drc: 198
postLayoutSetupSlackWorst_ns: 3.58
timing_max_transition_violations_final: 0
cts-resized-gates: 0
n_fill_cell: 789
power.leakage_nw: 3.06
area_leaders: "sky130_fd_sc_hd__edfxtp_1 34%, sky130_fd_sc_hd__dfrtp_1 29%, sky130_fd_sc_hd__xnor2_1 4.0%"
routabilityCongestion: 0.811
worstHoldPathType: "flip-flop to flip-flop"
critPathTopFamily: "buffers and inverters"
finalSetupTns_ns: 0
unrepaired_setup_endpoints_after_global_routing: "no"
ys_cells: 463
post-layout-total-power_mw: 2.25
groute.usage.overall: 0.231
worstPathMaxFanout: 1
design.portCount: 68
aoi_share: 0.0466
drc: 0
fp-utilization: 0.516
number_of_global_route_vias_before_repair: 3823
grt_pass1_wl_um: 19000
top_area_cell: "sky130_fd_sc_hd__edfxtp_1"
cts_post_setup_buffers_inserted: 0
area.growth.synth_to_final_pct: 28.5
setup_viol: 0
fp.coreArea_um2: 10900
post_route_cells_drive_above_1_share: 0.0939
drv.max_cap_violation_count: 0
vias: 3913
timing_worst_setup_path_type: "flip-flop to output pin"
synth.cellmix.xorXnorShare: 0.0575
critical_path.cell_chain: "clkdlybuf4s50_1"
tool_warnings: 27
cp.buffers_inverters: 1
cp-start-kind: "flip-flop"
mux_share: 0.0231
cp-end-kind: "output pin"
route.detailed.wl_per_inst_um: 16.6
critPathSlowestCell: "sky130_fd_sc_hd__clkdlybuf4s50_1"
postRouteWirelength_um: 11500
post-route-util: 0.663
die_h_um: 108
worst paths after layout:
kind / from / to / slack (ns) / cells after the start
worst min-delay path: cont_T[0]$_DFF_PN0_ / cont_T[0]$_DFF_PN0_ / 0.51 / 1
min in group clk1: cont_high[31]$_DFF_PN0_ / cont_high[31]$_DFF_PN0_ / 0.57 / 2
worst max register to register: cont_T[0]$_DFF_PN0_ / out_T[28]$_DFFE_PP_ / 3.75 / 5
min in group asynchronous: rst / cont_high[6]$_DFF_PN0_ / 0.58 / 1
max in group clk1: cont_T[0]$_DFF_PN0_ / out_T[28]$_DFFE_PP_ / 3.75 / 5
worst max-delay path: out_T[18]$_DFFE_PP_ / out_T[18] / 3.58 / 1
max in group asynchronous: rst / start$_DFFE_PN0P_ / 4.54 / 2
worst min register to register: cont_T[0]$_DFF_PN0_ / cont_T[0]$_DFF_PN0_ / 0.51 / 1
Yosys cell counts:
library cell	count
sky130_fd_sc_hd__a21oi_1	23
sky130_fd_sc_hd__and2_1	29
sky130_fd_sc_hd__and3_1	9
sky130_fd_sc_hd__and3_2	1
sky130_fd_sc_hd__and4_1	10
sky130_fd_sc_hd__and4_2	1
sky130_fd_sc_hd__buf_2	5
sky130_fd_sc_hd__clkbuf_1	12
sky130_fd_sc_hd__clkbuf_2	2
sky130_fd_sc_hd__clkinv_1	1
sky130_fd_sc_hd__dfrtp_1	65
sky130_fd_sc_hd__edfxtp_1	64
sky130_fd_sc_hd__ha_1	2
sky130_fd_sc_hd__inv_1	9
sky130_fd_sc_hd__mux2i_1	13
sky130_fd_sc_hd__nand2_1	49
sky130_fd_sc_hd__nand2b_1	13
sky130_fd_sc_hd__nand3_1	26
sky130_fd_sc_hd__nand4_1	23
sky130_fd_sc_hd__nand4_2	1
sky130_fd_sc_hd__nand4_4	2
sky130_fd_sc_hd__nand4b_1	1
sky130_fd_sc_hd__nor2_1	5
sky130_fd_sc_hd__nor3_1	5
sky130_fd_sc_hd__nor3b_1	1
sky130_fd_sc_hd__nor4_1	5
sky130_fd_sc_hd__nor4_4	1
sky130_fd_sc_hd__o21ai_0	11
sky130_fd_sc_hd__o31ai_1	10
sky130_fd_sc_hd__o41ai_1	2
sky130_fd_sc_hd__or2_2	1
sky130_fd_sc_hd__or3_1	8
sky130_fd_sc_hd__or3_2	2
sky130_fd_sc_hd__or4_1	12
sky130_fd_sc_hd__or4_4	1
sky130_fd_sc_hd__or4b_1	1
sky130_fd_sc_hd__xnor2_1	26
sky130_fd_sc_hd__xor2_1	11
power by group:
group | switching [mW] | internal, mW | total [mW]
clock | 0.402 | 0.885 | 1.29
combinational | 0.0282 | 0.0165 | 0.0446
sequential | 0.00604 | 0.909 | 0.915
area by class of cell:
class	count	area (um^2)	area share
clock buffer	29	704	0.0972
clock inverter	9	96.3	0.0133
sequential	129	3550	0.490
multi-input combinational	305	1990	0.274
tap	140	175	0.0242
timing repair buffer	72	701	0.0967
inverter	10	37.5	0.00518
cells by family (layout without fill, tap and decap cells):
group                    after synthesis  after routing
AND/OR/NAND/NOR                      207            207
adder cells (fa/ha/maj)                2              2
AND-OR/OR-AND                         46             46
multiplexers                          13             13
flip-flops                           129            129
buffers and inverters                 29            120
XOR/XNOR                              37             37
state kept, by name, summed over array words and instances, names as in the netlist:
register and cells:
cont_high 32, start 1, out_high 32, cont_T 32
out_T 32
cells in the final DEF (no fill, tap or decap), types with 2 or more instances in the layout:
cell type and n:
sky130_fd_sc_hd__or4_1 12, sky130_fd_sc_hd__a21oi_1 23, sky130_fd_sc_hd__nor4_1 5, sky130_fd_sc_hd__and2_1 29, sky130_fd_sc_hd__o21ai_0 11, sky130_fd_sc_hd__clkdlybuf4s50_1 65, sky130_fd_sc_hd__nand2_1 49, sky130_fd_sc_hd__clkbuf_16 28
sky130_fd_sc_hd__nand4_4 2, sky130_fd_sc_hd__buf_4 6, sky130_fd_sc_hd__clkinvlp_4 2, sky130_fd_sc_hd__or3_2 2, sky130_fd_sc_hd__o31ai_1 10, sky130_fd_sc_hd__bufinv_16 2, sky130_fd_sc_hd__clkinv_1 4, sky130_fd_sc_hd__nor2_1 5
sky130_fd_sc_hd__mux2i_1 13, sky130_fd_sc_hd__and4_1 10, sky130_fd_sc_hd__ha_1 2, sky130_fd_sc_hd__xor2_1 11, sky130_fd_sc_hd__clkinv_2 2, sky130_fd_sc_hd__nand3_1 26, sky130_fd_sc_hd__inv_1 9, sky130_fd_sc_hd__or3_1 8
sky130_fd_sc_hd__nand4_1 23, sky130_fd_sc_hd__nor3_1 5, sky130_fd_sc_hd__and3_1 9, sky130_fd_sc_hd__nand2b_1 13, sky130_fd_sc_hd__xnor2_1 26, sky130_fd_sc_hd__edfxtp_1 64, sky130_fd_sc_hd__o41ai_1 2, sky130_fd_sc_hd__dfrtp_1 65
per-stage QoR:
step	hold slack (ns)	cell area [um^2]
finish	0.508	7250
global route	0.525	7250
CTS	0.511	7250
detailed placement	0.503	6450
global placement	0.487	6450
floorplan	0.469	5650
per-layer routing:
metal	vias up	track usage	wire (um)	share of wire
met5	-	0	0	0
met4	0	0.0597	224	0.019
met3	21	0.0767	726	0.063
met2	131	0.322	5340	0.46
met1	1900	0.377	5250	0.45
li1	1861	-	-	-
No activity file was given, so power comes from the tool's default toggle rates.
